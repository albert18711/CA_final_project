==> /design/flow/design.v <==
module alu(
    ctrl,
    x,
    y,
    carry,
    out,
	zero
);
    input  [3:0] ctrl;
    input  [31:0] x;
    input  [31:0] y;
    output reg carry;
    output reg [31:0] out;
	output reg zero;
	wire [31:0] out_add, out_sub;
	wire [31:0] out_0, out_1;
	wire carry_0, carry_1;
	wire [63:0] shift_right_64;
assign out_add = x + y;
assign out_0 = out_add[31:0];
assign carry_0 = out_add[32];
assign out_sub = x - y;
assign out_1 = out_sub[31:0];
assign carry_1 = out_sub[32];
assign shift_right_64 = {y, y} >> x;
always@(*) begin
	if(ctrl == 4'b0001 && out_sub == 0) zero = 1;
	else                                zero = 0;
end
always@(*) begin
	case(ctrl)
		4'b0000: out = out_0;  
		4'b0001: out = out_1;  
		4'b0010: out = x & y;  
		4'b0011: out = x | y;  
		4'b0100: out = (x < y)? 1: 0;  
		4'b0101: out = x ^ y;  
		4'b0110: out = ~(x | y);  
		4'b0111: out = y << x;  
		4'b1000: out = y >> x;  
		4'b1001: out = shift_right_64[31:0];  
		default: out = 0;
	endcase
end
always@(*) begin
	case(ctrl)
		4'b0000: carry = carry_0;
		4'b0001: carry = carry_1;
		default: carry = 0;
	endcase
end
endmodule
==> /design/flow/run.sh <==
#!/bin/bash
# OpenROAD 26Q1-2900-gdf79404cd8, Yosys 0.63+post, stock flow scripts
make -C /OpenROAD-flow-scripts/flow DESIGN_CONFIG=/design/flow/config.mk WORK_HOME=/design/flow/orfs finish
==> /design/flow/config.mk <==
export PLATFORM = sky130hd
export DESIGN_NAME = alu
export DESIGN_NICKNAME = alu
export VERILOG_FILES = /design/flow/design.v
export SDC_FILE = /design/flow/constraint.sdc
export NUM_CORES = 4
export LEC_CHECK = 1
export CORE_UTILIZATION = 40
==> /design/flow/constraint.sdc <==
current_design alu

set clk_period 26.1
set clk_io_pct 0.2

create_clock -name clk0 -period $clk_period

set non_clock_inputs [all_inputs -no_clocks]
set_input_delay [expr $clk_period * $clk_io_pct] -clock clk0 $non_clock_inputs
set_output_delay [expr $clk_period * $clk_io_pct] -clock clk0 [all_outputs]
==> impl_metrics.env <==
# implementation run metrics
export IMPL_worstPathArrival_ns=10.48
export IMPL_timing_final_max_slew_violations=0
export IMPL_ys_seq_frac=0
export IMPL_grt_setup_unrepaired="no"
export IMPL_row_count=57
export IMPL_syn_avg_cell_area_sq_um=6.42
export IMPL_nClkBuffers=0
export IMPL_critPathCapture="zero"
export IMPL_yosysChipArea_sq_um=9900
export IMPL_drv_cap=0
export IMPL_routedWlPerCell_um=27.7
export IMPL_path_class="input pin to output pin"
export IMPL_end_kind="output pin"
export IMPL_fp_util=0.407
export IMPL_drtIter0Drc=1485
export IMPL_seq_cells=0
export IMPL_antenna_found_initial=1
export IMPL_whs_ns=11.66
export IMPL_gp_routability_congestion=1.08
export IMPL_cp_startpoint="x[2]"
export IMPL_path_max_fanout=65
export IMPL_grt_usage=0.407
export IMPL_yosysWarnings=3
export IMPL_min_path_type="input pin to output pin"
export IMPL_ff_latch_area_sq_um=0
export IMPL_power_density_nw_per_um2=21.3
export IMPL_cts_hold_buffers=0
export IMPL_grt_pass1_wl_mm=76.0
export IMPL_hold_viol=0
export IMPL_vias=12554
export IMPL_hpwl_mm=41.1
export IMPL_die_area_sq_um=25400
export IMPL_cp_required_ns=20.88
export IMPL_timing_final_crit_share=0.602
export IMPL_post_cts_buffers=0
export IMPL_slew_headroom=0.385
export IMPL_core_area_sq_um=24300
export IMPL_synth_distinct_cells=77
export IMPL_ios=102
export IMPL_post_drt_via_cell_ratio=6.73
export IMPL_worst_setup_path_start_kind="input pin"
export IMPL_portBuffers=101
export IMPL_final_layout_size_suffix_gt1_frac=0.0655
export IMPL_drtAntennaViolNets=0
export IMPL_drc=0
export IMPL_p_leak_nw=4.30
export IMPL_overflow=0
export IMPL_top_cells_by_area="ha_1 12%, o21ai_0 7.3%, a21oi_1 7.2%"
export IMPL_warnings=96
export IMPL_synth_cell_area_sq_um=9900
export IMPL_first_global_vias=11489
export IMPL_fmax_mhz=63.7
export IMPL_fillCellCount=2608
export IMPL_wirelength_mm=51.6
export IMPL_die_x_um=159
export IMPL_setup_viol=0
export IMPL_diodes=0
export IMPL_cts_resized=0
export IMPL_status="complete, no violations"
export IMPL_netlist_instances=1542
export IMPL_period_needed_ns=15.70
export IMPL_die_h_um=159
export IMPL_synth_top_area_share=0.121
export IMPL_grt_max_degree=75
export IMPL_ys_cells=1542
export IMPL_syn_to_final_growth_pct=11.3
export IMPL_tns_ns=0
export IMPL_tightest_slew_ns=0.913
export IMPL_irDropWorstVdd_v=0.0000172
export IMPL_logic_area_sq_um=9080
export IMPL_dr_pass1_iters=8
export IMPL_yosysTopAreaCell="ha_1"
## kinds of logic (layout without fill, tap and decap cells)
logic type,after synthesis,in the layout,synth area share
buffers and inverters,221,220,0.0857
AOI/OAI and AO/OA,574,574,0.379
and+or+nand+nor,524,524,0.248
muxes,101,101,0.141
other,1,1,0.000379
xor gates and xnor gates,23,23,0.0204
adders and majority gates,98,98,0.125
## how the worst min path moves through the flow
stage | start | end | slack, ns | cells after the start
4_1_cts | x[4] | out[4] | 11.65 | 5
5_1_grt | x[4] | out[4] | 11.72 | 5
6_report | x[4] | out[4] | 11.66 | 5
## through the flow
stage | worst slack (ns) | util | power, mW | cells | cell area [sq um]
global placement | 10.51 | 0.453 | 0.229 | 1865 | 11000
detailed placement | 10.50 | 0.453 | 0.227 | 1865 | 11000
floorplan | 11.71 | - | 0.142 | 1542 | 9900
global route | 10.08 | 0.453 | 0.251 | 1865 | 11000
finish | 10.40 | 0.453 | 0.235 | 1865 | 11000
CTS | 10.49 | 0.453 | 0.228 | 1865 | 11000
## report_power, final
group	internal [mW]	switching [mW]
logic	0.0878	0.147
clock network	0	0
registers	0	0
total	0.0878	0.147
## cells in the final DEF (no fill, tap or decap), types with 13 or more instances in the layout
cell | synthesis | routed
mux2i_1 | 56 | 56
nand2_1 | 153 | 153
a21o_1 | 20 | 20
a211oi_1 | 21 | 21
clkdlybuf4s50_1 | 0 | 96
buf_4 | 2 | 26
nor3_1 | 55 | 52
o22ai_1 | 19 | 19
a31oi_1 | 33 | 33
mux2_2 | 16 | 16
mux4_2 | 29 | 29
ha_1 | 96 | 96
or3_1 | 16 | 16
o21ai_0 | 144 | 144
nand3_1 | 40 | 40
and3_1 | 15 | 15
nor2b_1 | 13 | 13
xnor2_1 | 22 | 22
o31ai_1 | 22 | 22
a221oi_1 | 24 | 24
a221o_1 | 23 | 23
nand2b_1 | 29 | 29
o211ai_1 | 28 | 28
inv_1 | 90 | 89
nor2_1 | 147 | 145
a21oi_1 | 143 | 143
## metal layers
metal,global-route usage,wire [um],part of all wire
met3,0.0973,5740,0.11
met5,0,9,0.00017
met4,0.147,2450,0.047
met2,0.627,22500,0.44
met1,0.557,20900,0.41
## cell type report
cell class / instances / area share
well taps: 324 / 0.0368
inverters: 94 / 0.0320
multi-input cells: 1321 / 0.824
repair buffers: 126 / 0.107
## synth_stat cells, types with 4 or more instances
cell and instances:
a2111oi_0 6, a211o_1 6, a211oi_1 21, a21boi_0 6
a21o_1 20, a21oi_1 143, a221o_1 23, a221oi_1 24
a22oi_1 6, a311oi_1 4, a31oi_1 33, a41oi_1 4
and2_1 4, and3_1 15, buf_1 22, clkbuf_1 99
ha_1 96, inv_1 90, mux2_2 16, mux2i_1 56
mux4_2 29, nand2_1 153, nand2b_1 29, nand3_1 40
nand3b_1 4, nand4_1 7, nor2_1 147, nor2b_1 13
nor3_1 55, nor4_1 11, nor4b_1 4, o2111ai_1 7
o211ai_1 28, o21a_1 9, o21ai_0 144, o21bai_1 7
o221ai_1 12, o22ai_1 19, o311ai_0 5, o31ai_1 22
or2_2 9, or3_1 16, or4_1 7, xnor2_1 22
## worst max-delay path: stages
cell	delay, ns
buf_2	0.09
buf_4	0.34
inv_2	0.11
buf_4	0.51
ha_1	0.45
nand2b_1	0.21
a2111o_1	0.44
a211oi_1	0.52
o31a_1	0.42
a21o_1	0.21
xnor2_1	0.09
or4b_2	0.65
nor4_1	0.48
and4_1	0.26
clkdlybuf4s50_1	0.45
Power figures rest on the tool's default switching activity, not on a simulated workload.
