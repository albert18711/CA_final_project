File: /design/flow/run.sh
#!/bin/bash
# OpenROAD 26Q1-2900-gdf79404cd8, Yosys 0.63+post, stock flow scripts
make -C /OpenROAD-flow-scripts/flow DESIGN_CONFIG=/design/flow/config.mk WORK_HOME=/design/flow/orfs finish
File: /design/flow/config.mk
export PLATFORM = sky130hd
export DESIGN_NAME = cache
export DESIGN_NICKNAME = cache
export VERILOG_FILES = /design/flow/design.v
export SDC_FILE = /design/flow/constraint.sdc
export NUM_CORES = 4
export LEC_CHECK = 1
export CORE_UTILIZATION = 30
File: /design/flow/constraint.sdc
current_design cache

set clk_period 117.1
set clk_io_pct 0.2

create_clock -name clk0 -period $clk_period [get_ports {clk}]

set non_clock_inputs [all_inputs -no_clocks]
set_input_delay [expr $clk_period * $clk_io_pct] -clock clk0 $non_clock_inputs
set_output_delay [expr $clk_period * $clk_io_pct] -clock clk0 [all_outputs]
File: /design/flow/design.v
module cache(
    clk,
    proc_reset,
    proc_read,
    proc_write,
    proc_addr,
    proc_wdata,
    proc_stall,
    proc_rdata,
    mem_read,
    mem_write,
    mem_addr,
    mem_rdata,
    mem_wdata,
    mem_ready
);
    input          clk;
    input          proc_reset;
    input          proc_read, proc_write;
    input   [29:0] proc_addr;
    input   [31:0] proc_wdata;
    output         proc_stall;
    output  [31:0] proc_rdata;
    input  [127:0] mem_rdata;
    input          mem_ready;
    output         mem_read, mem_write;
    output  [27:0] mem_addr;
    output [127:0] mem_wdata;
	reg reg_proc_stall;
	reg [31:0] reg_proc_rdata, cur_proc_rdata;
	reg reg_mem_read, reg_mem_write;
    reg [127:0] reg_mem_wdata;
	reg [27:0] reg_mem_addr;
	wire [1:0] offset;
	wire [25:0] tag;  
	wire [2:0] index;  
	reg way, next_way;  
	wire [1:0] set;  
	wire valid_0, valid_1;
	wire dirty_0, dirty_1;
	reg [3:0] LRUbit, next_LRUbit;
	wire TAG_SAME_0, TAG_SAME_1;
	reg [2:0] state, next_state;
	reg [155:0] cache_way0 [0:3];  
	reg [155:0] cache_way1 [0:3];
	reg [155:0] cache_block;  
parameter S_IDLE = 0,
		  S_READ = 1,
		  S_WRITE = 2,
		  S_WRITE_TO_MEM = 3,
		  S_READ_FROM_MEM = 4;
assign proc_stall = reg_proc_stall;
assign mem_read = reg_mem_read;
assign mem_write = reg_mem_write;
assign mem_wdata = reg_mem_wdata;
assign proc_rdata = reg_proc_rdata;
assign mem_addr = reg_mem_addr;
assign offset = proc_addr[1:0];
assign index = proc_addr[4:2];  
assign set = proc_addr[4:3];
assign tag = {proc_addr[2], proc_addr[29:5]};
assign dirty_0 = cache_way0[set][154];
assign dirty_1 = cache_way1[set][154];
assign valid_0 = cache_way0[set][155];
assign valid_1 = cache_way1[set][155];
assign TAG_SAME_0 = (tag == cache_way0[set][153:128]);
assign TAG_SAME_1 = (tag == cache_way1[set][153:128]);
always@(*) begin
	if(proc_reset) begin
		reg_proc_rdata = 0;
	end else if(state == S_READ) begin
		case(offset)
			0: reg_proc_rdata = cache_block[31:0];
			1: reg_proc_rdata = cache_block[63:32];
			2: reg_proc_rdata = cache_block[95:64];
			3: reg_proc_rdata = cache_block[127:96];
			default: reg_proc_rdata = cur_proc_rdata;
		endcase
	end else begin
		reg_proc_rdata = cur_proc_rdata;  
	end
end
always@(*) begin
	if(proc_reset) begin
		reg_mem_addr = 0;
	end else if(state == S_WRITE_TO_MEM) begin
		reg_mem_addr[27:3] = cache_block[152:128];  
		reg_mem_addr[2:0] = index;
	end else begin
		reg_mem_addr = proc_addr[29:2];
	end
end
always@(*) begin
	if(proc_reset) begin
		reg_proc_stall = 0;
	end else if((next_state == S_READ_FROM_MEM) || (next_state == S_WRITE_TO_MEM) || (state == S_READ_FROM_MEM)) begin
		reg_proc_stall = 1;
	end else begin
		reg_proc_stall = 0;
	end
end
always@(*) begin
	if(proc_reset) begin
		reg_mem_read = 0;
	end else if(mem_ready) begin
		reg_mem_read = 0;
	end else if(state == S_READ_FROM_MEM) begin
		reg_mem_read = 1;
	end else begin
		reg_mem_read = 0;
	end
end
always@(*) begin
	if(proc_reset) begin
		reg_mem_write = 0;
	end else if(mem_ready) begin
		reg_mem_write = 0;
	end else if(state == S_WRITE_TO_MEM) begin
		reg_mem_write = 1;
	end else begin
		reg_mem_write = 0;
	end
end
always@(*) begin
	if(proc_reset) begin
		reg_mem_wdata = 0;
	end else if(state == S_WRITE_TO_MEM) begin  
		reg_mem_wdata = cache_block[127:0];
	end else begin
		reg_mem_wdata = 0;  
	end
end
always@(*) begin
	if(proc_reset) begin
		next_way = 0;
	end else if((state == S_READ) || (state == S_WRITE)) begin
		if     (TAG_SAME_0 && valid_0) next_way = 0;  
		else if(TAG_SAME_1 && valid_1) next_way = 1;  
		else if(LRUbit[set])		   next_way = 1;  
		else 						   next_way = 0;  
	end else begin
		next_way = way;
	end
end
always@(*) begin
	if(proc_reset) begin
		next_LRUbit = 4'b0;
	end else if((state == S_READ_FROM_MEM) || (state == S_WRITE)) begin
		case(set)
			0: next_LRUbit[0] = ~way;
			1: next_LRUbit[1] = ~way;
			2: next_LRUbit[2] = ~way;
			3: next_LRUbit[3] = ~way;
			default: next_LRUbit = LRUbit;
		endcase
	end else begin
		next_LRUbit = LRUbit;
	end
end
always@(*) begin  
		if(next_way) begin  
			case(index)
				0,1: cache_block = cache_way1[0];
				2,3: cache_block = cache_way1[1];
				4,5: cache_block = cache_way1[2];
				6,7: cache_block = cache_way1[3];
				default: cache_block = cache_way1[set];  
			endcase
		end else begin  
			case(index)
				0,1: cache_block = cache_way0[0];
				2,3: cache_block = cache_way0[1];
				4,5: cache_block = cache_way0[2];
				6,7: cache_block = cache_way0[3];
				default: cache_block = cache_way0[set];  
			endcase
		end
	if(proc_reset) begin
		cache_block = 0;
	end else if((state == S_WRITE) && (~proc_stall)) begin
		cache_block[155] = 1;
		cache_block[154] = 1;
		case(offset)
			0: cache_block[31:0] = proc_wdata;
			1: cache_block[63:32] = proc_wdata;
			2: cache_block[95:64] = proc_wdata;
			3: cache_block[127:96] = proc_wdata;
			default: cache_block = 0;  
		endcase
	end else if(state == S_WRITE_TO_MEM) begin
		cache_block[154] = 0;
	end else if(state == S_READ_FROM_MEM) begin
		cache_block[155] = 1;
		cache_block[153:128] = tag;
		cache_block[127:0] = mem_rdata;  
	end else begin
		if(next_way) begin  
			case(index)
				0,1: cache_block = cache_way1[0];
				2,3: cache_block = cache_way1[1];
				4,5: cache_block = cache_way1[2];
				6,7: cache_block = cache_way1[3];
				default: cache_block = cache_way1[set];  
			endcase
		end else begin  
			case(index)
				0,1: cache_block = cache_way0[0];
				2,3: cache_block = cache_way0[1];
				4,5: cache_block = cache_way0[2];
				6,7: cache_block = cache_way0[3];
				default: cache_block = cache_way0[set];  
			endcase
		end
	end
end
always@(*) begin
	if(proc_reset) begin
		next_state = S_IDLE;
	end else begin
		case(state)
			S_IDLE, S_READ, S_WRITE: begin
				if(proc_write || proc_read) begin
					if((TAG_SAME_0 && valid_0) || (TAG_SAME_1 && valid_1)) begin  
						if(proc_read) next_state = S_READ;
						else if(proc_write) next_state = S_WRITE;
						else next_state = state;
					end else begin
						if(((next_way == 0) && dirty_0) || (next_way) && dirty_1) next_state = S_WRITE_TO_MEM;
						else next_state = S_READ_FROM_MEM;
					end
				end else begin
					next_state = state;
				end
			end
			S_WRITE_TO_MEM: begin
				if(mem_ready) next_state = S_READ_FROM_MEM;
				else next_state = state;
			end
			S_READ_FROM_MEM: begin
				if(mem_ready) begin
					if(proc_read) next_state = S_READ;
					else if(proc_write) next_state = S_WRITE;
				end else next_state = state;
			end
			default: next_state = state;
		endcase
	end
end
always@( posedge clk or posedge proc_reset ) begin
    if( proc_reset ) begin
		LRUbit <= 0;
		way <= 0;
		state <= S_IDLE;
		cur_proc_rdata <= 0;
		cache_way0[0] <= 0;
		cache_way0[1] <= 0;
		cache_way0[2] <= 0;
		cache_way0[3] <= 0;
		cache_way1[0] <= 0;
		cache_way1[1] <= 0;
		cache_way1[2] <= 0;
		cache_way1[3] <= 0;
    end
    else begin
		LRUbit <= next_LRUbit;
		way <= next_way;
		state <= next_state;
		cur_proc_rdata <= reg_proc_rdata;
		if(next_way) begin  
			case(index)
				0,1: cache_way1[0] <= cache_block;
				2,3: cache_way1[1] <= cache_block;
				4,5: cache_way1[2] <= cache_block;
				6,7: cache_way1[3] <= cache_block;
				default: cache_way1[0] <= 0;  
			endcase
		end else begin  
			case(index)
				0,1: cache_way0[0] <= cache_block;
				2,3: cache_way0[1] <= cache_block;
				4,5: cache_way0[2] <= cache_block;
				6,7: cache_way0[3] <= cache_block;
				default: cache_way0[0] <= 0;  
			endcase
		end
    end
end
endmodule
==> flow_summary.json <==
{
  "slew_headroom_pct": 24.4,
  "xor_area_share_pct": 0.553,
  "cp_slowest_cell": "nor2_1",
  "rsz0062_at_grt": "no",
  "worst_slew_pin_slew_ns": 1.13,
  "postPlaceCellArea_um2": 71900,
  "path_cells": "buf_8, buf_4, buf_4, mux4_2, xnor2_1, nand3_1, nor4_1, nand4_1, o211ai_4, buf_4, buf_4, buf_4, nand3_1, nand3_1, nand3_1, nor2_1, clkdlybuf4s50_1",
  "finalPower_mw": 1.10,
  "overflow": 0,
  "clk_pin_slew_ns": 0.05,
  "boundaryPins": 386,
  "fa_ha_area_share_pct": 0,
  "worstHoldPathCells": 2,
  "hold_path_end": "cache_way0[2][137]",
  "area_growth_pct": 18.4,
  "internal_power_mw": 0.812,
  "grt_pass1_wl_um": 363000,
  "die_area_um2": 218000,
  "fin_worst_skew_ns": 0.0337,
  "maxCapViolCount": 0,
  "crit_path_max_fanout": 44,
  "wl_met2_um": 105000,
  "ys_warn_count": 3,
  "min_period_ns": 54.64,
  "final_cells": 9114,
  "gp_congestion": 0.942,
  "dp_cells": 8852,
  "seqPwrFrac_pct": 44.8,
  "ys_area_um2": 64900,
  "setup_viol": 0,
  "dr.pass1.iters": 6,
  "final_util_pct": 35.8,
  "rr_worst_depth": 14,
  "syn_inst": 5933,
  "ctsResizeCount": 0,
  "regArea_um2": 32300,
  "viasPerCell": 5.58,
  "synth_cell_types": 89,
  "untimed_endpoints": 14,
  "cts_max_level": 4,
  "warnings": 35,
  "ys.flops": 1295,
  "p_leak_nw": 34.1,
  "finalHoldViolCount": 0,
  "drive_gt1_share_pct": 23.8,
  "crit_top_cell": "buf_4",
  "p_sw_share_pct": 26.0,
  "crit_type": "in -> out",
  "r2r_setup_slack_ns": 110.62,
  "io_buffers": 385,
  "drc_errors": 0,
  "p_switching_mw": 0.285,
  "status": "completed",
  "met1Wirelength_um": 92200,
  "worstSetupStartpointType": "input port",
  "synthArstFlopShare_pct": 99.5,
  "die_h_um": 467,
  "r2r_end": "cache_way0[0][117]",
  "vias": 50900,
  "fin_ws_ns": 62.46,
  "grt_pass1_vias": 52600,
  "drt_iter0_markers": 4234,
  "fin_area_um2": 76900,
  "postCtsHoldBufs": 0,
  "cts_tree": "built",
  "dpl_worst_slack_ns": 62.56,
  "ant_nets": 0,
  "grt.total_usage_pct": 23.5,
  "whs_ns": 0.470,
  "p_clk_share_pct": 42.9,
  "cts_buffers": 144,
  "clockBufferDepth": 3,
  "ir_drop_mv": 0.0155,
  "crit_buf_inv": 7,
  "final_common_cell": "nand2_1",
  "rows": 170,
  "synthTopLogicFamily": "multiplexers",
  "crit_family": "buffers and inverters",
  "cp.depth": 17,
  "crit_path_max_incr_delay_ns": 0.76,
  "max_clock_freq_mhz": 18.3,
  "postCtsSetupBuffers": 0,
  "synth-edff-count": 0,
  "antenna_found_initial": 22,
  "p_comb_share_pct": 12.3,
  "layout.area.comb_um2": 30600,
  "core_um2": 215000,
  "met3WireLength_um": 30100,
  "period_used_pct": 46.7,
  "maxSlewViolCount": 0,
  "fillCellCount": 20700,
  "worstHoldStart": "cache_way0[2][137]",
  "power.density_nw_per_um2": 14.3,
  "syn_area_um2": 64900,
  "crit-reg2reg-launch": "cache_way0[2][129]",
  "grt_max_degree": 131,
  "core_util_floorplan_pct": 30.2,
  "routed_wl_um": 247000,
  "hpwl_um": 158000,
  "mux_share_pct": 21.5,
  "arrival_ns": 31.22,
  "setup_tns_ns": 0,
  "ys_cells": 5933,
  "unclocked_pins": 7,
  "simple_gate_area_share_pct": 13.9,
  "worst_skew_pair.late_latency_ns": 0.80,
  "wl_per_cell_um": 27.1,
  "root_buffer": "clkbuf_16",
  "syn_avg_cell_area_um2": 10.9,
  "min-delay-path-class": "reg -> reg",
  "lay_top_cells": "nand2_1, dfrtp_1, mux2_2",
  "critPathRequiredTime_ns": 93.68,
  "maxUsedRoutingLayer": "met5",
  "ys.flop_type": "dfrtp_1",
  "crit_path_end_kind": "output pin",
  "chipWidth_um": 467,
  "ys_sh_aoi_pct": 10.8
}
## cell families (layout without fill, tap and decap cells)
logic type | after synthesis | count (layout)
AND/OR/NAND/NOR | 2080 | 2080
flip-flops | 1288 | 1288
buffers and inverters | 519 | 856
AND-OR/OR-AND | 1025 | 1025
latches | 7 | 7
multiplexers | 973 | 973
XOR/XNOR | 41 | 41
other | 0 | 6
## how the worst max path moves through the flow
stage	from	end	slack, ns
finish	proc_addr[3]	mem_wdata[99]	62.46
CTS	proc_addr[3]	mem_wdata[99]	62.52
global route	proc_addr[3]	mem_wdata[99]	62.35
## cell type report
class                           count  share of cell area (%)
Sequential cell                  1295                    42.1
Inverter                           23                   0.122
Clock buffer                      214                    5.59
Antenna cell                        6                  0.0195
Tap cell                         2838                    4.62
Timing Repair Buffer              577                    7.03
Multi-Input combinational cell   4119                    39.8
Clock inverter                     42                   0.796
## worst reg2reg max path: cells and delay by family, from the launching register on
| kind | cells | cell delay (ns) |
|---|---|---|
| AOI/OAI and AO/OA | 1 | 0.45 |
| muxes | 2 | 0.92 |
| DFF | 1 | 0.38 |
| xor gates and xnor gates | 1 | 0.40 |
| and+or+nand+nor | 5 | 1.79 |
| buffers and inverters | 5 | 2.39 |
## cell usage after synthesis (all sizes together), types with 25 or more instances
| cell type | instances | area share (%) |
|---|---|---|
| o21ai | 501 | 3.9 |
| clkbuf | 265 | 1.5 |
| mux2i | 65 | 1.0 |
| mux2 | 634 | 11 |
| nor3 | 35 | 0.32 |
| a21oi | 63 | 0.51 |
| a211oi | 53 | 0.83 |
| and2 | 94 | 0.91 |
| nor2 | 268 | 1.6 |
| a31oi | 51 | 0.73 |
| o22ai | 54 | 0.52 |
| and3 | 36 | 0.35 |
| a22o | 25 | 0.34 |
| xnor2 | 38 | 0.51 |
| o221ai | 75 | 1.0 |
| mux4 | 274 | 9.5 |
| nor4 | 30 | 0.72 |
| o211ai | 36 | 0.42 |
| nand3 | 174 | 1.3 |
| dfrtp | 1288 | 50 |
| buf | 231 | 1.8 |
| nand2 | 1394 | 8.1 |
## flip-flops by register name (all words and copies together), names as in the netlist
register / cells
cache_way1: 624
LRUbit: 4
next_LRUbit: 4
way: 1
cache_way0: 624
state: 3
next_state: 3
cur_proc_rdata: 32
## power groups by stage
stage     registers, mW  logic, mW  clock network [mW]
6_report          0.492      0.135               0.470
5_1_grt           0.495      0.145               0.494
4_1_cts           0.491      0.134               0.477
## per-layer routing
| metal | GRT usage (%) | up-vias |
|---|---|---|
| li1 | - | 21700 |
| met1 | 29.7 | 25700 |
| met2 | 32.9 | 2742 |
| met3 | 11.0 | 654 |
| met4 | 15.0 | 24 |
| met5 | 0.198 | - |
Power and IR drop assume default switching activity.
