[config.mk]
export PLATFORM = sky130hd
export DESIGN_NAME = register_file
export DESIGN_NICKNAME = register_file
export VERILOG_FILES = /design/flow/design.v
export SDC_FILE = /design/flow/constraint.sdc
export NUM_CORES = 4
export LEC_CHECK = 1
export CORE_UTILIZATION = 50
[constraint.sdc]
current_design register_file

set clk_period 11.8
set clk_io_pct 0.2

create_clock -name clk0 -period $clk_period [get_ports {Clk}]

set non_clock_inputs [all_inputs -no_clocks]
set_input_delay [expr $clk_period * $clk_io_pct] -clock clk0 $non_clock_inputs
set_output_delay [expr $clk_period * $clk_io_pct] -clock clk0 [all_outputs]
[design.v]
module register_file(
    Clk  ,
	rst  ,
    WEN  ,
    RW   ,
    busW ,
    RX   ,
    RY   ,
    busX ,
    busY
);
    input        Clk, WEN, rst;
    input  [4:0] RW, RX, RY;
    input  [31:0] busW;
    output reg [31:0] busX, busY;
    reg [31:0] register [0:31];
always @ (*) begin
	if(RX == RW && RX != 0 && WEN) begin
		busX = busW;
	end
	else begin
		case(RX)
			1: busX = register[1];
			2: busX = register[2];
			3: busX = register[3];
			4: busX = register[4];
			5: busX = register[5];
			6: busX = register[6];
			7: busX = register[7];
			8: busX = register[8];
			9: busX = register[9];
			10: busX = register[10];
			11: busX = register[11];
			12: busX = register[12];
			13: busX = register[13];
			14: busX = register[14];
			15: busX = register[15];
			16: busX = register[16];
			17: busX = register[17];
			18: busX = register[18];
			19: busX = register[19];
			20: busX = register[20];
			21: busX = register[21];
			22: busX = register[22];
			23: busX = register[23];
			24: busX = register[24];
			25: busX = register[25];
			26: busX = register[26];
			27: busX = register[27];
			28: busX = register[28];
			29: busX = register[29];
			30: busX = register[30];
			31: busX = register[31];
			default: busX = 0;
		endcase
	end
	if(RY == RW && RY != 0 && WEN) begin
		busY = busW;
	end
	else begin
		case(RY)
			1: busY = register[1];
			2: busY = register[2];
			3: busY = register[3];
			4: busY = register[4];
			5: busY = register[5];
			6: busY = register[6];
			7: busY = register[7];
			8: busY = register[8];
			9: busY = register[9];
			10: busY = register[10];
			11: busY = register[11];
			12: busY = register[12];
			13: busY = register[13];
			14: busY = register[14];
			15: busY = register[15];
			16: busY = register[16];
			17: busY = register[17];
			18: busY = register[18];
			19: busY = register[19];
			20: busY = register[20];
			21: busY = register[21];
			22: busY = register[22];
			23: busY = register[23];
			24: busY = register[24];
			25: busY = register[25];
			26: busY = register[26];
			27: busY = register[27];
			28: busY = register[28];
			29: busY = register[29];
			30: busY = register[30];
			31: busY = register[31];
			default: busY = 0;
		endcase
	end	
end
always @ (posedge Clk) begin
	if(~rst) begin
		register[0] <= 0;
		register[1] <= 0;
		register[2] <= 0;
		register[3] <= 0;
		register[4] <= 0;
		register[5] <= 0;
		register[6] <= 0;
		register[7] <= 0;
		register[8] <= 0;
		register[9] <= 0;
		register[10] <= 0;
		register[11] <= 0;
		register[12] <= 0;
		register[13] <= 0;
		register[14] <= 0;
		register[15] <= 0;
		register[16] <= 0;
		register[17] <= 0;
		register[18] <= 0;
		register[19] <= 0;
		register[20] <= 0;
		register[21] <= 0;
		register[22] <= 0;
		register[23] <= 0;
		register[24] <= 0;
		register[25] <= 0;
		register[26] <= 0;
		register[27] <= 0;
		register[28] <= 0;
		register[29] <= 0;
		register[30] <= 0;
		register[31] <= 0;	
	end
	else if(WEN) begin
		case(RW)
			1: register[1] <= busW;
			2: register[2] <= busW;
			3: register[3] <= busW;
			4: register[4] <= busW;
			5: register[5] <= busW;
			6: register[6] <= busW;
			7: register[7] <= busW;
			8: register[8] <= busW;
			9: register[9] <= busW;
			10: register[10] <= busW;
			11: register[11] <= busW;
			12: register[12] <= busW;
			13: register[13] <= busW;
			14: register[14] <= busW;
			15: register[15] <= busW;
			16: register[16] <= busW;
			17: register[17] <= busW;
			18: register[18] <= busW;
			19: register[19] <= busW;
			20: register[20] <= busW;
			21: register[21] <= busW;
			22: register[22] <= busW;
			23: register[23] <= busW;
			24: register[24] <= busW;
			25: register[25] <= busW;
			26: register[26] <= busW;
			27: register[27] <= busW;
			28: register[28] <= busW;
			29: register[29] <= busW;
			30: register[30] <= busW;
			31: register[31] <= busW;
			default: register[0] <= 0;  
		endcase
	end else begin
		register[0] <= register[0];
		register[1] <= register[1];
		register[2] <= register[2];
		register[3] <= register[3];
		register[4] <= register[4];
		register[5] <= register[5];
		register[6] <= register[6];
		register[7] <= register[7];
		register[8] <= register[8];
		register[9] <= register[9];
		register[10] <= register[10];
		register[11] <= register[11];
		register[12] <= register[12];
		register[13] <= register[13];
		register[14] <= register[14];
		register[15] <= register[15];
		register[16] <= register[16];
		register[17] <= register[17];
		register[18] <= register[18];
		register[19] <= register[19];
		register[20] <= register[20];
		register[21] <= register[21];
		register[22] <= register[22];
		register[23] <= register[23];
		register[24] <= register[24];
		register[25] <= register[25];
		register[26] <= register[26];
		register[27] <= register[27];
		register[28] <= register[28];
		register[29] <= register[29];
		register[30] <= register[30];
		register[31] <= register[31];
	end
end	
endmodule
[run.sh]
#!/bin/bash
# OpenROAD 26Q1-2900-gdf79404cd8, Yosys 0.63+post, stock flow scripts
make -C /OpenROAD-flow-scripts/flow DESIGN_CONFIG=/design/flow/config.mk WORK_HOME=/design/flow/orfs finish
==> GITHUB_STEP_SUMMARY <==
## PnR job results

| Metric | Value |
|---|---|
| Status | `finished clean` |
| CP Cell Sequence | `buf_4 -> buf_4 -> nor2_1 -> a211oi_1 -> a21oi_1 -> nor2_4 -> or2_2 -> buf_4 -> o21ai_1 -> clkdlybuf4s50_1` |
| Vias | `a little over 60,000` |
| Clock Tree Buf Depth | `3` |
| Critical R2R Launch | `register[25][24]$_SDFFE_PN0P_` |
| WP data arrival | `7.30 ns` |
| Die Area | `103,000 µm²` |
| Crit path launch | `RX[3]` |
| RSZ-0062 raised after global routing | `false` |
| Post-Syn Area | `50,900 µm²` |
| CTS Hold Bufs | `0` |
| Cts bufs inserted | `107` |
| Post-cts resize count | `0` |
| Via density per instance | `7.72` |
| Hold Path Class | `reg2reg` |
| Chip height | `321 µm` |
| Final Critical Period | `~9.7 ns` |
| Cell repeated most along the worst path | `buf_4` |
| Share of cells above drive strength 1 | `under 10%` |
| Synth top cells by count | `nand2_1 (2,190), dfxtp_1 (992), a21boi_0 (775)` |
| Crit path max fanout | `28` |
| Max Cap Violations | `0` |
| Fillers | `9,107` |
| Clock Skews | `0 ns` |
| Port-buffer cells | `roughly 110` |
| R2r worst-path depth | `2` |
| DR iter-0 viols | `10,600` |
| Post-DP HPWL | `206,000 µm` |
| Ports | `114` |
| Synth Instances | `6,569` |
| Critical path's slowest cell | `nor2_4` |
| Initial antenna violation count | `36` |
| Crit. End Element | `output pin` |
| Init Core Util | `50.7%` |
| Cell area leaders | `dfxtp_1 (39%), nand2_1 (16%), a21boi_0 (11%), a22oi_1 (6.8%), clkbuf_1 (3.4%)` |
| CTS tree | `done` |
| Synth warn | `2` |
| Fin. Hold Viols | `0` |
| Post-synth EDFFs | `0` |
| Global Route Usage Sum | `66.5%` |
| Logic area | `28,800 µm²` |
| Setup crit start kind | `input pin` |
| First-pass DRT Iterations | `13` |
| Period utilization | `81.8%` |
| Setup TNS | `0 ns` |
| Late-Pin Clk Latency | `0.71 ns` |
| Flop-to-flop setup slack | `10.84 ns` |
| Area Growth Syn to Fin | `12.4%` |
| Total congestion overflow | `0` |
| Tool Warnings | `46` |
| Post-synthesis sequential area ratio | `39.0%` |
| Synth top cell by count | `nand2_1` |
| CP peak stage delay | `0.79 ns` |
| Global-route wire length before repair | `about 450,000 µm` |
| Htree depth | `3` |
| Final Slew Violations | `0` |
| Clock slew at reported path FFs | `about 0.060 ns` |
| Largest reg by FF count | `register` |
| Core ar. | `101,000 µm²` |
| Ys async rst share | `0%` |
| Die Wd | `321 µm` |
| Cell Rows | `116` |
| Pwr Density | `about 130 nW/µm²` |
| CP Capture Point | `busX[5]` |
| Avg Inst Size Synth | `roughly 7.8 µm²` |
| Pwr Total | `between 0.007 and 0.008 W` |
| Post-CTS setup buffer count | `0` |
| Maximum vdd drop | `~0.12 mV` |
| Area post-placement | `53,300 µm²` |
| Fmax | `0.104 GHz` |
| Area share, top type | `between 30% and 40%` |
| RR Endpoint | `register[25][24]$_SDFFE_PN0P_` |
| Slew @ Worst Pin | `1.40 ns` |
| Root buffer cell | `clkbuf_16` |
| Final Cell Area | `57,300 µm²` |
| Wirelength per Cell | `~43 µm` |
| Slew headroom | `6.62%` |
| Final setup fails | `0` |
| Largest net degree at the start of global routing | `182` |
| Yosys reg bits | `around 990` |
| Number of cells in Yosys stat | `between 6,000 and 7,000` |
| Largest registers | `register x992` |
| Post-synth top area cell | `dfxtp_1` |
| Clk sink count | `992` |
| Crit path buf inv count | `4` |
| Aggregate routed wire length | `338,000 µm` |
| Leak | `18.1 nW` |
| Vias in the first global route | `54,200` |
| Critical path class | `in2out` |
| Top FF cell, synth | `dfxtp_1` |
| CP delay by family, top | `buffers and inverters` |
| Number of flip-flops in the largest register | `992` |
| Final ANT Viol Nets | `0` |
| Hold path start | `register[20][6]$_SDFFE_PN0P_` |
| Post-synth cell types | `80` |
| Layout Utilization | `56.9%` |
| Critical path depth in cells | `10` |
| Chip Area, Yosys | `50,900 µm²` |
| DRC | `0` |
| Final RePlAce weighted congestion | `1.17` |
| Sequential cell area | `19,900 µm²` |
| Worst Path Required | `9.44 ns` |
worst register-to-register path: stages (launching register included):
cell	delay, ns
dfxtp_1	0.60
nand2_1	0.10
a21boi_0	0.19
report_power, final:
group / switching, W / internal (W) / total [W]
Sequential: 0.0000315 / 0.00337 / 0.00340
Combinational: 0.000488 / 0.000145 / 0.000632
Clock: 0.00153 / 0.00215 / 0.00368
Total: 0.00205 / 0.00567 / 0.00772
per-stage QoR:
stage	hold WS (ns)	setup WS (ns)	std cells
3_3_place_gp	0.453	2.66	7619
3_5_place_dp	0.460	2.72	7619
2_1_floorplan	0.441	5.50	6569
4_1_cts	0.468	2.73	7815
5_1_grt	0.479	2.33	7834
6_report	0.469	2.14	7876
how the worst min path moves through the flow:
stage	endpoint	slack (ns)	cells after the start
5_1_grt	register[1][23]$_SDFFE_PN0P_	0.48	2
4_1_cts	register[20][6]$_SDFFE_PN0P_	0.47	2
6_report	register[20][6]$_SDFFE_PN0P_	0.47	2
kinds of logic (layout without fill, tap and decap cells):
kind of cell	Yosys count	after routing	synth area share (%)
AND/OR/NAND/NOR	2701	2701	21.7
AND-OR/OR-AND	2045	2045	30.2
flip-flops	992	992	39.0
buffers and inverters	667	556	5.72
multiplexers	156	156	3.22
XOR/XNOR	8	8	0.138
other	0	61	0
final cells by class:
| cell class | count | share of cell area, % |
|---|---|---|
| multi-input cells | 4910 | 50.3 |
| flip-flops and latches | 992 | 34.7 |
| clock buffers | 154 | 5.55 |
| repair buffers | 356 | 5.16 |
| well taps | 1357 | 2.97 |
| clock inverters | 42 | 1.02 |
| diodes | 61 | 0.267 |
| inverters | 4 | 0.0262 |
metal layers:
| layer | track usage (%) | share of wire (%) |
|---|---|---|
| met4 | 51.0 | 11 |
| met3 | 52.8 | 20 |
| met2 | 76.9 | 35 |
| met1 | 77.2 | 33 |
| met5 | 23.0 | 0.80 |
layout by cell type (no fill, tap or decap), types with 54 or more instances in the layout:
master,Yosys,routed
a21boi_0,775,775
a21boi_1,217,217
a21oi_1,82,81
a221oi_1,142,142
a22o_1,122,122
a22oi_1,460,460
buf_4,28,246
clkbuf_16,0,111
clkdlybuf4s50_1,0,103
dfxtp_1,992,992
diode_2,0,61
mux2i_1,132,132
nand2_1,2190,2159
nand3_1,70,70
nand4_1,104,104
nor2_1,144,79
nor2_4,5,71
nor3_1,58,54
o21ai_0,56,56
Power and IR drop assume default switching activity.
