==> flow/design.v <==
module mainControl(
	iIR_opcode,
	iIR_func,
	oALUOp,
	oMemToReg, oMemWrite,
	oRegDST, oRegWrite,
	oJump, oALUSrc,
	oBranch,
	oExtOp,
	oJAL,
	oJR
);
input [5:0] iIR_opcode;  
input [5:0] iIR_func;    
output reg [1:0] oALUOp;
output reg [1:0] oMemToReg;
output reg oMemWrite;
output reg [1:0] oRegDST;
output reg oRegWrite;
output reg oJump, oALUSrc;
output reg oBranch;
output reg oExtOp;
output reg oJAL;
output reg oJR;
always @(*) begin  
	if(iIR_opcode == 3) oJAL = 1;
	else 				oJAL = 0;
end
always @(*) begin  
	if(iIR_opcode == 0 && (iIR_func == 0 || iIR_func == 2 || iIR_func == 3))
		oExtOp = 1;
	else
		oExtOp = 0; 
end
always@ (*) begin  
	if(iIR_opcode == 0) oALUOp = 2'b01;  
	else if(iIR_opcode == 8  || iIR_opcode == 12 || iIR_opcode == 13 ||
		    iIR_opcode == 14 || iIR_opcode == 10) oALUOp = 2'b11;  
	else if(iIR_opcode == 4) oALUOp = 2'b10;
	else oALUOp = 2'b00;
end
always@ (*) begin  
	if(iIR_opcode == 2 || iIR_opcode == 3) oJump = 1;
	else oJump = 0;
end
always@ (*) begin  
	if(iIR_opcode == 4) oBranch = 1;
	else oBranch = 0;
end
always@ (*) begin  
	if(iIR_opcode == 0) 	 oRegDST = 2'b01;
	else if(iIR_opcode == 3) oRegDST = 2'b10;
	else if(iIR_opcode == 0 && iIR_func == 8)
							 oRegDST = 2'b11;  
	else 					 oRegDST = 2'b00;
end
always@ (*) begin  
	if(iIR_opcode == 35) 	 oMemToReg = 2'b01;  
	else if(iIR_opcode == 3) oMemToReg = 2'b10;  
	else 					 oMemToReg = 2'b00;  
end
always@ (*) begin  
	if(iIR_opcode == 43) oMemWrite = 1;  
	else 				 oMemWrite = 0;
end
always@ (*) begin  
	if(iIR_opcode == 35 || iIR_opcode == 43 || iIR_opcode == 8  || iIR_opcode == 10 ||
	   iIR_opcode == 12 || iIR_opcode == 13 || iIR_opcode == 14)
		oALUSrc = 0;  
	else if(iIR_opcode == 0 && (iIR_func == 0 || iIR_func == 3 || iIR_func == 6))
		oALUSrc = 0;  
 	else
 		oALUSrc = 1;
end
always@ (*) begin  
	if(iIR_opcode == 35 || iIR_opcode == 3  || iIR_opcode == 8 ||
	   iIR_opcode == 12 || iIR_opcode == 13 || iIR_opcode == 14)
		oRegWrite = 1;
	else if(iIR_opcode == 0 && iIR_func != 8) oRegWrite = 1;
	else if(iIR_opcode == 0 && (iIR_func == 0 || iIR_func == 3 || iIR_func == 6))
		oRegWrite = 1;  
	else
		oRegWrite = 0;
end
always @(*) begin  
	if(iIR_opcode == 0 && iIR_func == 8) oJR = 1;
	else 								 oJR = 0;
end
endmodule
==> flow/run.sh <==
#!/bin/bash
# OpenROAD 26Q1-2900-gdf79404cd8, Yosys 0.63+post, stock flow scripts
make -C /OpenROAD-flow-scripts/flow DESIGN_CONFIG=/design/flow/config.mk WORK_HOME=/design/flow/orfs finish
==> flow/config.mk <==
export PLATFORM = sky130hd
export DESIGN_NAME = mainControl
export DESIGN_NICKNAME = mainControl
export VERILOG_FILES = /design/flow/design.v
export SDC_FILE = /design/flow/constraint.sdc
export NUM_CORES = 4
export LEC_CHECK = 1
export CORE_AREA = 10 10 70 70
export DIE_AREA = 0 0 80 80
==> flow/constraint.sdc <==
current_design mainControl

set clk_period 2.9
set clk_io_pct 0.2

create_clock -name clk0 -period $clk_period

set non_clock_inputs [all_inputs -no_clocks]
set_input_delay [expr $clk_period * $clk_io_pct] -clock clk0 $non_clock_inputs
set_output_delay [expr $clk_period * $clk_io_pct] -clock clk0 [all_outputs]
==> results.txt <==
run results: status=complete, no violations, ANT nets after route=0, fmax=366 MHz, Power Dens Cells=93.4 mW/mm^2, Fin Hold WS=1.68 ns, IO buf count=26, vias=444, WS Path Type=primary input to output pin, RSZ-0062 raised after global routing=no, yosys cell count=40, register area=0 sq um, Slew @ Worst Pin=0.265 ns, # Max-Cap Violations=0, DR pass1 iterations=4, top cells by count=nor2_1 (6), a21oi_1 (4), nor3_1 (3), nor4_1 (3), FP Util=7.62%, chip area=0.00640 sq mm, flip-flops=0, Total Wirelength=1.33 mm, Core Area=0.00342 sq mm, GRT Util Overall=4.02%, Fill cells=389, max-slew violations=0, Chip Area, Yosys=260 sq um, highest routed layer=met3, Routability Congestion=0.871, leakage power=0.278 nW, tool warnings=32, Tmin final=2.73 ns, relative slew slack=82.2%, YS warnings=1, CP Data Required Time=2.32 ns, die x size=80 microns, count of cell types in the netlist=24, DR iter-0 viols=5, Post-Syn Area per Cell=6.51 sq um, Cell Area, Synth=260 sq um, post-synth top area share=8.65%, area grow syn2layout=158%, crit end category=output pin, Min-Delay Path Class=primary input to output pin, setup violators final=0, period utilisation layout=94.2%, share of cells above drive strength 1=26.9%, vias in the first global route=436, vias per cell=3.58, I/O pin cnt=26, Worst Path Max Fanout=2, met3 routed WL=222 microns, die height=80 microns, most frequent cell after synthesis=nor2_1, cell type with the largest total area=nor2_1, Post-Synthesis Cells=40, drt wl/cell=10.7 microns, final hold vios=0, global-route wire length before repair=2.11 mm, largest net degree at the start of global routing=7, Met1 Routed Length=658 microns, Critical Path AT=2.15 ns, grt ovf=0, Power, Total=0.0627 mW, initial antenna violation count=0, Synth area leaders=nor2_1 (8.7%), a21oi_1 (7.7%), nor4_1 (7.2%), sequential area share after synthesis=0%, # rows=21, DRC violations left=0, ANT cells=0, Met2 Wirelength=449 microns, hpwl dp=1.16 mm, worst-case vdd ir drop=0.0325 mV, CLK BUF=0, CP startpoint kind=primary input
==> critical path, cell delays in order <==
cell	delay (ns)
clkdlybuf4s50_1	0.42
or4_4	0.55
o22a_1	0.19
clkdlybuf4s50_1	0.41
==> power by group <==
group / switching, mW / internal [mW]
clock: 0 / 0
sequential: 0 / 0
combinational: 0.0255 / 0.0371
==> path summary, 6_finish.rpt <==
check          start         to  slack (ns)  depth (start not counted)
min    iIR_opcode[5]  oALUOp[1]        1.68                          4
max      iIR_func[3]    oALUSrc        0.17                          4
==> cell families after synthesis <==
family                     count (synthesis)  synth area share, %
and+or+nand+nor                           27                 64.4
AOI/OAI and AO/OA                          8                 21.2
buffers and inverters                      3                 7.21
xor gates and xnor gates                   1                 3.37
adders and majority gates                  1                 3.85
==> per-layer routing <==
metal  track usage [%]  vias to the layer above
met4                 0                        0
met5                 0                        -
met2              4.90                       25
li1                  -                      228
met3              2.61                        0
met1              5.93                      191
==> stage by stage <==
| stage | setup slack [ns] | utilization (%) | cells | cell area [sq um] | TNS, ns |
|---|---|---|---|---|---|
| 2_1_floorplan | 0.878 | - | 40 | 260 | 0 |
| 3_3_place_gp | -0.0970 | 19.2 | 123 | 657 | -0.152 |
| 3_5_place_dp | -0.0835 | 19.2 | 123 | 657 | -0.105 |
| 4_1_cts | 0.0149 | 19.3 | 124 | 658 | 0 |
| 5_1_grt | 0.0902 | 19.6 | 124 | 671 | 0 |
| 6_report | 0.169 | 19.6 | 124 | 671 | 0 |
==> layout make-up <==
class	instances	area, sq um	area share [%]
multi-input combinational	37	246	36.8
tap	46	57.6	8.58
inverter	2	7.51	1.12
timing repair buffer	39	359	53.5
==> layout by cell type (no fill, tap or decap), drive strengths merged, types with 2 or more instances in the layout <==
cell | netlist | layout
clkdlybuf4s50 | 0 | 18
nand2 | 2 | 2
a21oi | 4 | 4
inv | 2 | 2
nor2 | 9 | 9
nand3 | 2 | 2
dlygate4sd2 | 0 | 5
dlymetal6s2s | 0 | 3
buf | 1 | 13
nor4 | 3 | 3
nand2b | 2 | 2
nor3 | 4 | 4
==> timing repair <==
| item | CTS | global route |
|---|---|---|
| endpoints found under the setup margin | 3 | 2 |
| pin swaps | 3 | 2 |
| resized | 5 | 4 |
| hold buffers | 0 | 0 |
| setup buffers | 1 | 0 |
Power and IR drop assume default switching activity.
