$ cat design.v
module ALUControl(
iIR_func,
iALUOp,
iJAL,
oALUctrl,
oJR
);
input  	   [5:0] iIR_func;  
input  	   [3:0] iALUOp;    
input 	         iJAL;
output reg [3:0] oALUctrl;  
output       	 oJR;       
assign oJR = (iALUOp == 01 && iIR_func == 4'b1000)? 1 : 0;
always@ (*) begin
	oALUctrl = 0;
	if(iALUOp == 2'b00) oALUctrl = 0;
	else if(iALUOp == 2'b10) oALUctrl = 1;  
	else if(iALUOp == 2'b01) begin
		case(iIR_func)
			6'b100000: oALUctrl = 0;  
			6'b100010: oALUctrl = 1;  
			6'b100100: oALUctrl = 2;  
			6'b100101: oALUctrl = 3;  
			6'b101010: oALUctrl = 4;  
			6'b100110: oALUctrl = 5;  
			6'd39	 : oALUctrl = 6;  
			6'd0	 : oALUctrl = 7;  
			6'd2	 : oALUctrl = 8;  
			6'd3 	 : oALUctrl = 9;  
			default: oALUctrl = 0;
		endcase
	end
	else if(iALUOp == 2'b11) begin  
		case (iIR_func)  
			6'd8 : oALUctrl = 0;  
			6'd12: oALUctrl = 2;  
			6'd13: oALUctrl = 3;  
			6'd14: oALUctrl = 5;  
			6'd10: oALUctrl = 4;  
			default : oALUctrl = 0;
		endcase
	end
end
endmodule
$ cat run.sh
#!/bin/bash
# OpenROAD 26Q1-2900-gdf79404cd8, Yosys 0.63+post, stock flow scripts
make -C /OpenROAD-flow-scripts/flow DESIGN_CONFIG=/design/flow/config.mk WORK_HOME=/design/flow/orfs finish
$ cat config.mk
export PLATFORM = sky130hd
export DESIGN_NAME = ALUControl
export DESIGN_NICKNAME = ALUControl
export VERILOG_FILES = /design/flow/design.v
export SDC_FILE = /design/flow/constraint.sdc
export NUM_CORES = 4
export LEC_CHECK = 1
export CORE_AREA = 10 10 70 70
export DIE_AREA = 0 0 80 80
$ cat constraint.sdc
current_design ALUControl

set clk_period 1.8
set clk_io_pct 0.2

create_clock -name clk0 -period $clk_period

set non_clock_inputs [all_inputs -no_clocks]
set_input_delay [expr $clk_period * $clk_io_pct] -clock clk0 $non_clock_inputs
set_output_delay [expr $clk_period * $clk_io_pct] -clock clk0 [all_outputs]
==> load_flow_metrics.sql <==
-- metrics for the results database
INSERT INTO impl_metrics (metric_group, metric, value, unit) VALUES
('sta', 'maxSlewViolCount', '0', ''),
('synth', 'post_synth_instance_area', '219', 'µm²'),
('final_layout', 'seqCellArea', '0', 'µm²'),
('floorplanning', 'fp_util', '0.0641', ''),
('outcome', 'violations', 'negative setup slack', ''),
('power', 'totalPowerFinal', '0.0838', 'mW'),
('final_layout', 'numSequentialCells', '0', ''),
('setup_path', 'critical_path_class', 'in2out', ''),
('placed_design', 'detailedPlacementHpwl', '833', 'µm'),
('global_routing', 'grt_remaining_overflow', '0', ''),
('final_layout', 'proportion_of_layout_cells_with_a_drive_suffix_above_1', '0.617', ''),
('floorplanning', 'die_height', '80', 'µm'),
('floorplanning', 'die_width', '80', 'µm'),
('sta', 'tightest_slew', '0.442', 'ns'),
('final_layout', 'final_common_cell', 'buf_4', ''),
('routing', 'detailedRoute.firstPassIterationCount', '2', ''),
('setup_path', 'crit_chain', 'buf_6, or4b_4, buf_6, or4_4, o21ai_2, buf_2', ''),
('setup_path', 'timing.critical_path.slowest_stage_cell', 'or4b_4', ''),
('setup_path', 'cp_data_arrival_time', '1.77', 'ns'),
('global_routing', 'first_global_vias', '348', ''),
('setup_path', 'end_kind', 'primary output', ''),
('routing', 'initialDrtViolationCount', '32', ''),
('routing', 'total_vias_in_the_final_route', '368', ''),
('sta', 'timing.slew.headroom', '0.705', ''),
('hold_path', 'min-delay-path-class', 'in2out', ''),
('sta', 'setup_tns', '-1.42', 'ns'),
('sta', 'final_hold_viol_count', '0', ''),
('power', 'power_per_cell_area', '148', 'nW/µm²'),
('floorplanning', 'io_pins', '16', ''),
('floorplanning', 'dieArea', '6400', 'µm²'),
('job', 'maxCapViolCount', '0', ''),
('setup_path', 'worstPathMaxFanout', '2', ''),
('setup_path', 'crit_top_cell', 'buf_6', ''),
('final_layout', 'final_layout_top_logic_cells', 'buf_4 (11), buf_2 (8), buf_6 (4)', ''),
('sta', 'fin_crit_sh', '1.18', ''),
('power', 'vdd_ir_drop_max', '27.9', 'µV'),
('setup_path', 'worst_setup_path_start_kind', 'input port', ''),
('floorplanning', 'placement_rows', '21', ''),
('setup_path', 'worstPathRequired', '1.44', 'ns'),
('hold_path', 'min_from', 'iALUOp[0]', ''),
('power', 'static-leakage-power', '0.249', 'nW'),
('synth', 'post_synthesis_mean_instance_area', '6.26', 'µm²'),
('global_routing', 'grt_pass1_wl', '1.64', 'mm'),
('placed_design', 'place.port_buffers', '15', ''),
('synth', 'yosys_warnings', '1', ''),
('synth', 'ys_cells', '35', ''),
('job', 'tool_warnings', '36', ''),
('final_layout', 'final_core_utilization', '0.166', ''),
('final_layout', 'area_growth_syn_to_layout', '159', '%'),
('routing', 'postRouteAntennaNets', '0', ''),
('synth', 'ys_seq_frac', '0', ''),
('routing', 'num_antenna_cells', '0', ''),
('outcome', 'result_of_the_run', 'complete, but fails checks', ''),
('sta', 'worst_path_setup_slack_after_routing', '-0.329', 'ns'),
('routing', 'drt_drc_violations_left', '0', ''),
('synth', 'synthesized_netlist_cell_count', '35', ''),
('setup_path', 'critical_path.max_stage_delay', '0.54', 'ns'),
('final_layout', 'logic_area', '269', 'µm²'),
('hold_path', 'hold_path_end', 'oALUctrl[0]', ''),
('hold_path', 'timing.hold.worst_path_depth', '4', ''),
('synth', 'netlist-cell-type-count', '23', ''),
('routing', 'avgViaCountPerCell', '3.47', ''),
('global_routing', 'antenna_found_initial', '0', ''),
('final_layout', 'final.fill_count', '385', ''),
('sta', 'max_clk_rate', '470', 'MHz'),
('sta', 'final-setup-viol-count', '5', ''),
('final_layout', 'num-clock-buffers', '0', ''),
('routing', 'totalWireLength', '1.06', 'mm'),
('sta', 'finalCriticalPeriod', '2.13', 'ns'),
('sta', 'unrepaired_setup_endpoints_after_global_routing', 'yes', ''),
('routing', 'post_drt_wl_per_cell', '9.98', 'µm'),
('placed_design', 'routabilityCongestion', '0.882', ''),
('synth', 'yosys.stat.chipArea', '219', 'µm²'),
('global_routing', 'pin_count_of_the_biggest_net_entering_global_routing', '8', ''),
('global_routing', 'grt.total_usage', '0.0298', ''),
('floorplanning', 'core_area', '3420', 'µm²');
critical path: cells and delay by family:
kind                   cells  cell delay [ns]
and+or+nand+nor            2             1.01
AOI/OAI and AO/OA          1             0.07
buffers and inverters      3             0.34
layout make-up:
class,instances,share of cell area
tap,46,0.101
inverter,2,0.0132
multi-input combinational,29,0.474
timing repair buffer,29,0.412
worst max path at each step:
stage,start,depth (start not counted),end
4_1_cts,iIR_func[4],6,oALUctrl[0]
5_1_grt,iIR_func[4],8,oALUctrl[2]
6_report,iIR_func[4],6,oALUctrl[1]
layer usage:
layer	vias up	share of wire	wire length, µm	track usage
met3	0	0.033	35	0.00568
met5	-	0	0	0
li1	189	-	-	-
met1	174	0.48	505	0.0382
met4	0	0	0	0
met2	5	0.49	517	0.0530
synthesized netlist by cell type:
cell,count,area share
a211oi_1,1,0.034
or3_1,1,0.029
or4_2,1,0.040
or3_4,1,0.051
a31oi_1,2,0.057
a311oi_1,1,0.040
nor3b_1,1,0.034
xnor2_1,1,0.040
a21oi_1,1,0.023
or4b_4,1,0.063
nor4_1,2,0.057
o41ai_1,1,0.040
o21ai_0,3,0.069
nand2b_1,1,0.029
nor4b_1,1,0.040
nor2b_1,1,0.029
a31o_1,1,0.040
nor3_1,3,0.069
nand3_1,1,0.023
inv_1,2,0.034
clkbuf_1,4,0.069
nor2_1,2,0.034
and3_1,2,0.057
logic make-up (layout without fill, tap and decap cells):
kind of cell,after synthesis,after routing,share of synthesized area
AND-OR/OR-AND,10,10,0.303
XOR/XNOR,1,1,0.0400
buffers and inverters,6,31,0.103
AND/OR/NAND/NOR,18,18,0.554
through the flow:
stage                     instances  hold WS [ns]  setup slack, ns  cell area, µm²
after floorplan                  35         0.804          -0.0959             221
after global placement          104          1.82            -1.06             504
after detailed placement        104          1.80            -1.08             504
after CTS                       106          1.09           -0.406             518
after global routing            106          1.12           -0.398             568
final                           106          1.09           -0.329             568
where the power goes:
group          internal, mW  total [mW]  switching, mW  leakage [nW]
sequential                0           0              0             0
clock                     0           0              0             0
combinational        0.0461      0.0838         0.0377         0.249
total                0.0461      0.0838         0.0377         0.249
what timing repair did:
| item | CTS | global route |
|---|---|---|
| setup endpoints to repair | 5 | 5 |
| hold buffers | 0 | 0 |
| buffers inserted | 2 | 0 |
| gates resized | 41 | 12 |
| cloned | 0 | 0 |
| pin swaps | 5 | 4 |
Power figures rest on the tool's default switching activity, not on a simulated workload.
