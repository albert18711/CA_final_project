--- ./config.mk ---
export PLATFORM = sky130hd
export DESIGN_NAME = L2_Cache
export DESIGN_NICKNAME = L2_Cache
export VERILOG_FILES = /design/flow/design.v
export SDC_FILE = /design/flow/constraint.sdc
export NUM_CORES = 4
export LEC_CHECK = 1
export CORE_UTILIZATION = 30
--- ./design.v ---
module L2_Cache(
    clk,
    reset,
    L2_read,
    L2_write,
    L2_addr,
    L2_rdata,
    L2_wdata,
    L2_ready,
    mem_read,
    mem_write,
    mem_addr,
    mem_rdata,
    mem_wdata,
    mem_ready
);
    input           clk;
    input           reset;
    input           L2_read, L2_write;
    input   [27:0]  L2_addr;
    input   [127:0] L2_wdata;
    output          L2_ready;
    output  [127:0] L2_rdata;
    input  [127:0] mem_rdata;
    input          mem_ready;
    output         mem_read, mem_write;
    output  [27:0] mem_addr;
    output [127:0] mem_wdata;
    wire [22:0] i_tag;
    wire [4:0]  i_cache_index;
    reg L2_ready_reg;
    reg [127:0]  L2_rdata_reg;
    reg mem_read_r, mem_read_w;
    reg mem_write_r, mem_write_w;
    reg [27:0]  mem_addr_r, mem_addr_w;
    reg [127:0] mem_wdata_r, mem_wdata_w;
    reg         hit;
    reg         valid_bit_r [0:31];
    reg         valid_bit_w [0:31];
    reg         dirty_bit_r [0:31];
    reg         dirty_bit_w [0:31];
    reg [22:0]  tag_r       [0:31];
    reg [22:0]  tag_w       [0:31];
    reg [127:0] four_word_r [0:31];
    reg [127:0] four_word_w [0:31];
    reg [1:0] state_r, state_w;
    integer i;
    parameter S_HIT  = 0;
    parameter S_MISS = 1;
    assign i_cache_index = L2_addr[4:0];
    assign i_tag = L2_addr[27:5];
    assign L2_rdata = L2_rdata_reg;
    assign L2_ready = L2_ready_reg;
    assign mem_read = mem_read_r;
    assign mem_write = mem_write_r;
    assign mem_wdata = mem_wdata_r;
    assign mem_addr = mem_addr_r;
    always @(*) begin
        state_w = state_r;
        L2_ready_reg = 1;
        L2_rdata_reg = 0;
        mem_read_w = mem_read_r;
        mem_write_w = mem_write_r;
        mem_wdata_w = mem_wdata_r;
        mem_addr_w = mem_addr_r;
        for (i = 0; i < 31; i = i+1) begin
            tag_w[i] = tag_r[i];
            valid_bit_w[i] = valid_bit_r[i];
            four_word_w[i] = four_word_r[i];
            dirty_bit_w[i] = dirty_bit_r[i];
        end
        case (state_r)
            S_HIT: begin
                if(~hit) begin
                    state_w = S_MISS;
                    L2_ready_reg = 0;
                    if(valid_bit_r[i_cache_index] & dirty_bit_r[i_cache_index]) begin
                        mem_read_w = 0;
                        mem_write_w = 1;
                        mem_addr_w = {tag_r[i_cache_index], i_cache_index};
                        mem_wdata_w = four_word_r[i_cache_index];
                    end
                    else begin
                        mem_read_w = 1;
                        mem_write_w = 0;
                        mem_addr_w = L2_addr[27:0];
                    end
                end
                else begin
                    state_w = S_HIT;
                    L2_ready_reg = 1;
                    if(L2_read && ~L2_write) begin
                        L2_rdata_reg = four_word_r[i_cache_index];
                    end
                    else if(~L2_read && L2_write) begin
                        four_word_w[i_cache_index] = L2_wdata;
                        dirty_bit_w[i_cache_index] = 1;
                    end
                end
            end
            S_MISS: begin
                L2_ready_reg = 0;
                if(mem_ready) begin
                    mem_read_w = 0;
                    mem_write_w = 0;
                    if(mem_write_r && ~mem_read_r) begin
                        state_w = S_MISS;
                        mem_addr_w = L2_addr[27:0];
                        mem_write_w = 0;
                        mem_read_w = 1;
                    end
                    else begin
                        tag_w[i_cache_index] = i_tag;
                        four_word_w[i_cache_index] = mem_rdata;
                        valid_bit_w[i_cache_index] = 1;
                        state_w = S_HIT;
                    end
                end
            end
            default :  ;
        endcase
    end
    always @(*) begin
        if(valid_bit_r[i_cache_index] == 1 && tag_r[i_cache_index] == i_tag) begin
            hit = 1;
        end
        else begin
            hit = 0;
        end
    end
always@( posedge clk or posedge reset ) begin
    if( reset ) begin
        for (i = 0; i < 32; i = i+1) begin
            valid_bit_r[i] <= 0;
            tag_r[i] <= 0;
            four_word_r[i] <= 0;
            dirty_bit_r[i] <= 0;
        end
        mem_read_r <= 0;
        mem_write_r <= 0;
        mem_addr_r <= 0;
        mem_wdata_r <= 0;
        state_r <= S_HIT;
    end
    else begin
        for (i = 0; i < 32; i = i+1) begin
            valid_bit_r[i] <= valid_bit_w[i];
            tag_r[i] <= tag_w[i];
            four_word_r[i] <= four_word_w[i];
            dirty_bit_r[i] <= dirty_bit_w[i];
        end
        state_r <= state_w;
        mem_write_r <= mem_write_w;
        mem_read_r <= mem_read_w;
        mem_addr_r <= mem_addr_w;
        mem_wdata_r <= mem_wdata_w;
    end
end
endmodule
--- ./run.sh ---
#!/bin/bash
# OpenROAD 26Q1-2900-gdf79404cd8, Yosys 0.63+post, stock flow scripts
make -C /OpenROAD-flow-scripts/flow DESIGN_CONFIG=/design/flow/config.mk WORK_HOME=/design/flow/orfs finish
--- ./constraint.sdc ---
current_design L2_Cache

set clk_period 31.4
set clk_io_pct 0.2

create_clock -name clk0 -period $clk_period [get_ports {clk}]

set non_clock_inputs [all_inputs -no_clocks]
set_input_delay [expr $clk_period * $clk_io_pct] -clock clk0 $non_clock_inputs
set_output_delay [expr $clk_period * $clk_io_pct] -clock clk0 [all_outputs]
==> flow_summary.toml <==
# implementation run metrics
[outcome]
status = "finished, final reports clean"

[drt]
via_per_inst = 5.61
drc_errors = 0
wirelength_um = 855000
first_iter_violations = 12531
ant_nets = 0
wl_per_cell_um = 32.0
num_vias = 149764
drt-pass1-iter-count = 7

[synth]
top_area_cell = "dfrtp_1"
yosys_most_used_dff = "dfrtp_1"
synthDistinctLibCells = 81
synth_area_mm2 = 0.222
ys_area_mm2 = 0.222
ys_cells = 16219
ys_seq_elements = 5206
async_flop_share_pct = 97.1
area_leaders = "dfrtp_1 (57%), mux2_2 (23%), a22oi_1 (6.6%), mux2_1 (2.3%), clkbuf_1 (1.7%)"
syn_avg_cell_area_um2 = 13.7
edf_count = 0
ys_warn_count = 9
synth_top_area_share_pct = 57.0
netlist_instances = 16219

[power]
p_leak_nw = 120
peakVddDrop_mv = 0.0623
power-per-cell-area_mw_per_mm2 = 68.6

[floorplan]
die_height_um = 862
die_area_mm2 = 0.743
coreArea_mm2 = 0.736
die-width_um = 862
floorplanUtilization_pct = 30.1
std_cell_rows = 315
io_pins = 576

[timing]
finalHoldViolCount = 0
layout_setup_ws_ns = 10.99
tns_ns = 0
tightest_slew_ns = 1.26
unclocked_pins = 151
fin_crit_sh_pct = 65.0
min_period_ns = 20.41
fin_skew_ns = 0.174
rsz0062_at_grt = "no"
drv_slew = 0
untimed_endpoints = 302
slew_headroom_pct = 15.4
setup_viol_count_final = 0
fmax_mhz = 49.0

[worst_hold_path]
worstHoldStart = "valid_bit_r[7]"
hold_path_class = "flip-flop to flip-flop"
hold_path_end = "valid_bit_r[7]"
whs_path_depth = 1

[cts]
cts_resized = 0
cts_tree = "done"
cts_max_path_buffers = 4
clk_latency_ns = 1.17
cts-root-buf = "clkbuf_16"
cts_max_level = 6
cts_buffers = 565
cts_setup_buffers = 0
hold_buffers = 0
path_clk_slew_ns = 0.06

[critical_path]
rrSetupSlack_ns = 23.71
critical_path_required_ns = 25.12
worstPathMaxFanout = 45
criticalPathCategory = "input pin to output port"
worst_setup_path_end_kind = "output port"
worstRegToRegCells = 15
timing.rr.start = "tag_r[20][3]"
r2r-end = "four_word_r[12][91]"
arrival_ns = 14.13
critPathLaunchType = "input pin"

[grt]
grt_max_degree = 128
grt_pass1_vias = 152467
grt_pass1_wl_um = 1210000
grt.total_usage_pct = 23.5
antenna_found_initial = 34
gr-total-overflow = 0

[layout]
comb_area_mm2 = 0.0856
n_fill_cell = 70305
layout-drive-gt1-share_pct = 36.6
final_layout_top_logic_cell = "dfrtp_1"
regArea_mm2 = 0.129
mostFrequentLayoutCells = "dfrtp_1 (5053), mux2_2 (4505), a22oi_1 (1962), buf_4 (619), clkbuf_16 (571)"
area_growth_pct = 15.5

[placed_design]
gp_congestion = 0.994
dp.final_hpwl_um = 501000
port_buffers = 575
preCtsSetupSlack_ns = 11.24

[job]
max_cap_viol_count = 0
warning_count = 55
-- cell families (layout without fill, tap and decap cells) --
family          after synthesis  after routing  share of synthesized area (%)
flops                      5055           5055                           57.0
mux                        5021           5021                           25.4
compound gates             2492           2492                           8.53
simple gates               1867           1867                           4.18
buf+inv                    1616           2239                           3.77
latches                     151            151                           1.02
xor+xnor                     16             16                         0.0631
other cells                   1             23                        0.00169
-- cell type report --
| class | count | area share [%] |
|---|---|---|
| sequential | 5206 | 50.3 |
| multi-input combinational | 9397 | 33.4 |
| clock buffer | 851 | 6.46 |
| tap | 9827 | 4.80 |
| timing repair buffer | 1221 | 4.28 |
| clock inverter | 142 | 0.745 |
| inverter | 25 | 0.0381 |
| antenna | 22 | 0.0215 |
-- per-stage QoR --
stage	instance area, um^2	power (mW)	util, %	hold WS (ns)	std cells
after floorplan	222000	10.4	-	0.430	16219
after global placement	238000	10.9	32.3	0.444	25676
after detailed placement	238000	11.0	32.3	0.446	25676
after CTS	256000	17.7	34.8	0.459	26669
after global routing	256000	18.3	34.8	0.477	26672
final	256000	17.6	34.8	0.459	26691
-- worst max-delay path, cell delays in order --
cell and delay (ns):
buf_2 0.32, buf_4 0.40, or3b_2 0.67, nor2_4 0.35, buf_4 0.52, buf_4 0.63
a22oi_1 0.25, and4_1 0.24, nand4_1 0.21, xnor2_1 0.09, or3_1 0.37, or4_4 0.52
nor3_1 0.50, and4b_4 0.55, buf_4 0.77, buf_4 0.52, and2_1 0.20, clkdlybuf4s50_1 0.46
-- worst max-delay path by stage --
| stage | from | depth (start not counted) | end | slack (ns) |
|---|---|---|---|---|
| CTS | L2_addr[2] | 18 | L2_rdata[19] | 11.23 |
| global route | L2_addr[2] | 18 | L2_rdata[37] | 10.87 |
| finish | L2_addr[2] | 18 | L2_rdata[33] | 10.99 |
-- power by group --
part           internal [mW]  switching [mW]
registers               7.88           0.701
logic                   1.17            1.17
clock network           3.81            2.84
-- cells in the mapped netlist (13+ instances only) --
library cell     n
dfrtp_1       5054
mux2_2        4505
a22oi_1       1962
clkbuf_1      1002
nand2_1        545
mux2_1         455
nor2_1         325
buf_2          234
nand4_1        229
nand3_1        194
dlxtn_1        151
and2_1         143
buf_6          131
a31oi_1        123
a222oi_1       120
nor3_1         110
nor4_1          96
buf_1           93
and3_1          87
buf_8           70
mux2i_1         61
buf_4           60
a22o_1          52
a21oi_1         46
or2_2           35
o21bai_1        33
inv_1           25
a2111oi_0       24
a221oi_1        17
nand3b_1        17
a221o_1         15
o21ai_0         14
and4_1          13
-- sequential cells by signal (all words and copies together) (netlist names), 2 cells and up --
signal       count
mem_addr_r      28
four_word_r   4096
state_r          2
dirty_bit_r     31
mem_wdata_r    128
tag_r          736
tag_w           23
valid_bit_r     32
four_word_w    128
-- layer usage --
metal	vias up	share of wire, %	wire length, um	GRT usage [%]
met1	79775	39	336000	31.6
met4	34	4.3	37200	8.09
met2	7674	44	377000	34.3
li1	60415	-	-	-
met3	1866	12	105000	11.0
met5	-	0.089	759	0.653
Power figures rest on the tool's default switching activity, not on a simulated workload.
